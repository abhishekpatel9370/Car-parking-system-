--- /design/flow/config.mk ---
export PLATFORM = sky130hd
export DESIGN_NAME = car_parking
export DESIGN_NICKNAME = car_parking
export VERILOG_FILES = /design/flow/design.v
export SDC_FILE = /design/flow/constraint.sdc
export NUM_CORES = 4
export LEC_CHECK = 1
export CORE_AREA = 10 10 70 70
export DIE_AREA = 0 0 80 80
--- /design/flow/constraint.sdc ---
current_design car_parking

set clk_period 4.8
set clk_io_pct 0.2

create_clock -name clk0 -period $clk_period [get_ports {clk}]

set non_clock_inputs [all_inputs -no_clocks]
set_input_delay [expr $clk_period * $clk_io_pct] -clock clk0 $non_clock_inputs
set_output_delay [expr $clk_period * $clk_io_pct] -clock clk0 [all_outputs]
--- /design/flow/design.v ---
`timescale 1ns / 1ps
module car_parking(
    input wire clk, rst,
    input wire sensor1_entry, sensor1_exit, sensor2_entry, sensor2_exit,
    input wire [15:0] password1, password2,
    output reg Greenled1, Redled1, Greenled2, Redled2,
    output reg [6:0] HEX_1, HEX_2, HEX_3, HEX_4
);
    typedef enum reg [2:0] {
        IDLE          = 3'b000, 
        WAIT_PASSWORD = 3'b001,
        WRONG_PASS    = 3'b010,
        RIGHT_PASS    = 3'b011,
        STOP         = 3'b100
    } state_t;
    state_t current_state, next_state;
    always @(posedge clk or posedge rst) begin
        if (rst)
            current_state <= IDLE;
        else 
            current_state <= next_state;
    end
    wire pass1_correct = (password1 == 16'h1234);
    wire pass2_correct = (password2 == 16'h1234);
    always @(*) begin
        case (current_state)
            IDLE: begin
                if (sensor1_entry || sensor2_entry)
                    next_state = WAIT_PASSWORD;
                else
                    next_state = IDLE;
            end
            WAIT_PASSWORD: begin
                if ((sensor1_entry && pass1_correct) || (sensor2_entry && pass2_correct))
                    next_state = RIGHT_PASS;
                else
                    next_state = WRONG_PASS;
            end
            WRONG_PASS: begin
                if ((sensor1_entry && pass1_correct) || (sensor2_entry && pass2_correct))
                    next_state = RIGHT_PASS;
                else
                    next_state = WRONG_PASS;
            end
            RIGHT_PASS: begin
                if (sensor1_exit || sensor2_exit)
                    next_state = STOP;
                else
                    next_state = RIGHT_PASS;
            end
            STOP: begin
                next_state = IDLE;
            end
            default: next_state = IDLE;
        endcase
    end
    always @(*) begin
        Greenled1 = 0;
        Redled1 = 1;
        Greenled2 = 0;
        Redled2 = 1;
        HEX_1 = 7'b000_0110;  
        HEX_2 = 7'b000_0110;  
        HEX_3 = 7'b000_0110;  
        HEX_4 = 7'b000_0110;  
        case (current_state)
            WRONG_PASS: begin
                HEX_1 = 7'b100_0010;  
                HEX_2 = 7'b000_0111;  
                HEX_3 = 7'b000_0111;  
                HEX_4 = 7'b100_0000;  
            end
            RIGHT_PASS: begin
                if (sensor1_entry && !sensor1_exit && pass1_correct) begin
                    Greenled1 = 1; Redled1 = 0;
                    HEX_1 = 7'b100_0011;  
                    HEX_2 = 7'b100_0000;  
                end
                else if (sensor2_entry && !sensor2_exit && pass2_correct) begin
                    Greenled2 = 1; Redled2 = 0;
                    HEX_3 = 7'b100_0011;  
                    HEX_4 = 7'b100_0000;  
                end
            end
            STOP: begin
                HEX_1 = 7'b000_0110;  
                HEX_2 = 7'b000_0110;  
                HEX_3 = 7'b000_0110;  
                HEX_4 = 7'b000_0110;  
            end
        endcase
    end
endmodule
--- /design/flow/run.sh ---
#!/bin/bash
# OpenROAD 26Q1-2900-gdf79404cd8, Yosys 0.63+post, stock flow scripts
make -C /OpenROAD-flow-scripts/flow DESIGN_CONFIG=/design/flow/config.mk WORK_HOME=/design/flow/orfs finish
==> out/results.ini <==
[synthesis]
synthCells=77
postSynthAreaPerCell_um2=8.34
synth_flops=5
synth_cell_type_count=37
synth_warnings=1
ys_area_um2=642
ys_seq_share_pct=19.7
syn_area_um2=642
ys_cells=77

[final_timing]
tightest_slew_ns=0.637
setup_viol=0
clock.fmax_ghz=0.242
fin_skew_ns=0.00112
max_slew_margin_pct=57.2
tns_ns=0
min_period_over_period_pct=85.9
post-route-min-period_ns=4.12
rsz0062_at_grt=false
finalHoldViolations=0
slew_viol_final=0

[clock_network]
ctsHoldBuffers=0
clock_sink_count=5
cts_buffer_depth=2
cts_buffers=3
cts_root_buffer=clkbuf_4
postCtsSetupBuffers=0
clkLatencyLatePin_ns=0.24
post_cts_resized=0
htreeDepth=1
clk_pin_slew_ns=0.04
cts_tree=done

[die]
die_area_um2=6400
die_y_um=80
rows=21
initial_core_util_pct=18.8
coreArea_um2=3420
pin_count=70
die_w_um=80

[critical_path]
cp-startpoint=password2[8]
cp_max_fo=5
crit_end=HEX_3[6]
cp_data_arrival_time_ns=3.16
startpoint_type=input port
reg2reg_to=current_state[4]
worstSetupPathType=input port to output pin
rr_startpoint=current_state[2]
crit_path_end_kind=output pin
rrSetupSlack_ns=3.82
required_ns=3.84
ff2ff_path_depth=3

[placed_design]
dp_hpwl_um=2120
portBuffers=54
globalplace.congestion=0.776
numPlacedInstances=170
placed_area_um2=1140

[finish]
finalInstanceArea_um2=1170
biggestRegsByFlops=current_state: 5 flops
largest_reg_flops=5
instances_no_fill=174
regMostFlops=current_state
final_util_pct=34.2
n_fill_cell=361
area_delta_synth_final_pct=82.1
layout-drive-gt1-share_pct=7.81
layout_top_cells=clkdlybuf4s50_1 (54), conb_1 (15), nor2_1 (7), inv_1 (5)
lay_top_count=clkdlybuf4s50_1

[pwr]
power.leakage_nw=0.515
ir_drop_uv=109
p_total_w=0.000132
pwr_density_cell_nw_per_um2=113

[job]
maxCapViolCount=0
tool_warnings=25

[drt]
first_iter_violations=7
drt-total-wl_um=2280
antenna_cells=0
drt_first_pass_iters=3
viasPerCell=3.97
vias=690
drt-wirelength-per-cell_um=13.1
drc_errors=0
drtAntennaViolNets=0

[outcome]
outcome=completed

[global_routing]
grt_pass1_wl_um=3540
grt_max_degree=9
gr-total-overflow=0
grt_usage_pct=6.84
first_global_vias=765
antenna_found_initial=0

[worst_hold_path]
hold_class=flop to flop

## logic make-up after synthesis
logic type      after synthesis  synth area share (%)
other cells                   2                  1.17
simple gates                 35                  40.9
flops                         5                  19.7
compound gates               10                  12.5
buf+inv                      25                  25.7
## synth_stat cells
cell / number / share of area [%]
dfrtp_1: 4 / 16
buf_4: 19 / 22
conb_1: 2 / 1.2
nor4b_1: 2 / 2.7
or2b_1: 1 / 1.2
nand2_1: 2 / 1.2
a21oi_1: 1 / 0.78
a2111oi_0: 1 / 1.4
nor4_4: 1 / 3.3
o2111ai_1: 1 / 1.4
a21boi_1: 1 / 1.2
or4b_1: 2 / 3.1
or4b_4: 1 / 2.1
a21o_1: 1 / 1.2
o21ai_1: 1 / 0.78
nand2b_1: 1 / 0.98
nor4_1: 1 / 0.98
or4_1: 1 / 1.2
nand2_2: 1 / 0.98
o32a_1: 1 / 1.6
or2_1: 1 / 0.98
o211ai_1: 1 / 1.2
nand4b_1: 2 / 2.7
and2_0: 1 / 0.98
and2_2: 1 / 1.2
nand4b_4: 1 / 3.7
nor2b_1: 1 / 0.98
dfstp_2: 1 / 4.1
clkbuf_1: 1 / 0.58
nand3_1: 1 / 0.78
nor3_1: 4 / 3.1
inv_1: 5 / 2.9
or3b_1: 1 / 1.4
nand2b_4: 1 / 2.1
nor2_1: 7 / 4.1
o211a_1: 2 / 3.1
nand3b_1: 1 / 1.2
## critical path: stages
cell and delay [ns]:
clkdlybuf4s50_1 0.40, nor4b_1 0.42, nand3_1 0.13, nor3_1 0.55, o211a_1 0.25, clkdlybuf4s50_1 0.46
## area by class of cell
| class | count | area [um^2] | area share [%] |
|---|---|---|---|
| Clock buffer | 4 | 26.3 | 2.25 |
| Tap cell | 46 | 57.6 | 4.93 |
| Sequential cell | 5 | 126 | 10.8 |
| Inverter | 5 | 18.8 | 1.61 |
| Multi-Input combinational cell | 60 | 399 | 34.2 |
| Timing Repair Buffer | 54 | 541 | 46.3 |
## layer usage
| layer | track usage (%) | up-vias | routed length [um] |
|---|---|---|---|
| met3 | 2.50 | 0 | 192 |
| met2 | 12.6 | 33 | 1170 |
| met4 | 0.352 | 0 | 0 |
| met5 | 0 | - | 0 |
| met1 | 7.62 | 317 | 913 |
| li1 | - | 340 | - |
## where the power goes
group / internal, W / switching (W) / total (W)
registers: 0.0000423 / 0.0000000172 / 0.0000424
clock network: 0.0000315 / 0.0000181 / 0.0000496
logic: 0.0000297 / 0.0000101 / 0.0000398
total: 0.000104 / 0.0000283 / 0.000132
## metrics by stage
step | setup WS (ns) | hold slack (ns)
CTS | 0.621 | 0.435
finish | 0.676 | 0.433
detailed placement | 0.623 | 0.419
global placement | 0.640 | 0.419
floorplan | 1.61 | 0.405
global route | 0.357 | 0.443
## how the worst min path moves through the flow
stage,from,to,depth (start not counted)
6_report,current_state[1],current_state[0],1
5_1_grt,current_state[1],current_state[0],1
4_1_cts,current_state[1],current_state[0],1
Power figures rest on the tool's default switching activity, not on a simulated workload.
